===== flow/run.sh =====
#!/bin/bash
# OpenROAD 26Q1-2900-gdf79404cd8, Yosys 0.63+post, stock flow scripts
make -C /OpenROAD-flow-scripts/flow DESIGN_CONFIG=/design/flow/config.mk WORK_HOME=/design/flow/orfs finish

===== flow/config.mk =====
export PLATFORM = sky130hd
export DESIGN_NAME = SERIAL_ADDER
export DESIGN_NICKNAME = SERIAL_ADDER
export VERILOG_FILES = /design/flow/design.v
export SDC_FILE = /design/flow/constraint.sdc
export NUM_CORES = 4
export LEC_CHECK = 1
export CORE_AREA = 10 10 97 97
export DIE_AREA = 0 0 107 107

===== flow/constraint.sdc =====
current_design SERIAL_ADDER

set clk_period 1.2
set clk_io_pct 0.2

create_clock -name clk0 -period $clk_period [get_ports {clock}]

set non_clock_inputs [all_inputs -no_clocks]
set_input_delay [expr $clk_period * $clk_io_pct] -clock clk0 $non_clock_inputs
set_output_delay [expr $clk_period * $clk_io_pct] -clock clk0 [all_outputs]

===== flow/design.v =====
`timescale 1ns / 1ps
module SERIAL_ADDER(
input [7:0] A, B,
input reset,
input clock,
output wire [7:0] sum
);
reg [3:0] count;
reg carry_in;
reg s;
reg carry_in_next;
wire [7:0] qa, qb;
wire run;
SHIFT_REG A1(A, reset, 1'b1, 1'b0, clock, qa);
SHIFT_REG B1(B, reset, 1'b1, 1'b0, clock, qb);
SHIFT_REG SUM1(8'b0, reset, run, s, clock, sum);
always @(posedge clock or posedge reset) begin
if (reset) begin
carry_in <= 0;
count <= 8;
end else if (run) begin
carry_in <= carry_in_next;
end
end
always @(qa, qb, carry_in) begin
s = qa[0] ^ qb[0] ^ carry_in;
carry_in_next = (qa[0] & qb[0]) | (qa[0] & carry_in) | (qb[0] & carry_in);
end
always @(posedge clock or posedge reset) begin
if (reset)
count <= 8;
else if (run)count <= count - 1;
end
assign run = (count > 0);
endmodule
`timescale 1ns / 1ps
module SHIFT_REG(
input [7:0] R,
input L, E, W, clock,
output reg [7:0] q
);
integer k;
always @(posedge clock) begin
if (L)
q <= R;
else if (E) begin
for (k = 7; k > 0; k = k - 1)
q[k-1] <= q[k];
q[7] <= W;
end
end
endmodule

==> datasheet_impl.txt <==
Implementation parameters

Parameter                              Value

Critical path
  CP Max Fanout    1
  Largest stage delay on the critical path    510 ps
  Kind of capture point of the worst setup path    flip-flop
  Cells along the critical path    fa_1 -> nor2b_2
  WS Path Type    reg2reg
  Slowest cell on crit path    fa_1
  Register-to-register setup slack    40 ps
  Startpoint class of the critical path    flip-flop
  Required time of the critical path    1360 ps
  Worst EP arrival    1320 ps

Synth
  Commonest cells post-synth    24 x dfxtp_1, 9 x mux2_4, 7 x nor2b_1
  Unique cell type count in the Yosys netlist    12
  Count of instantiated cells in the yosys netlist    54
  Total standard cell area after synthesis    821 um2
  Share of synthesized area occupied by flip-flops and latches    61.6%
  Primary flip-flop cell chosen by synthesis mapping    dfxtp_1
  Ys flops    25
  Leading post-synthesis cells by cell area    dfxtp_1 59%, mux2_4 16%, mux2_2 6.9%, nor2b_1 5.3%, dfrtp_1 3.0%
  Mapped Cells    54
  Yosys top cell by area    dfxtp_1
  Async S/R FF share, synth    4.00%
  Most used standard cell by instance count after synthesis    dfxtp_1
  Yosys warns    10
  Count of flip-flops with a built-in enable after synthesis    0
  Area fraction of the dominant cell type after synthesis    58.5%
  Post-Syn Area per Cell    15.2 um2
  Synthesis area per yosys    821 um2

STA
  Minimum clock period    1160 ps
  Max-Slew Margin vs Limit    91.8%
  Slew at the pin closest to its max-slew limit    123 ps
  Final worst-path setup slack    38.3 ps
  Total Negative Setup Slacks    0 ps
  Number of setup violations in the final report    0
  Cycle use final    96.8%
  FMAX    861 MHz
  Count of endpoints failing hold in the final timing report    0
  Final worst clock skew    4.63 ps
  Unrepaired setup endpoints after global routing    false
  Max-slew violation count    0

Power
  Reported leakage power    0.516 nW
  Share of power burned in the clock network    29.7%
  Net switching share of the total power    19.7%
  VDD IR max    0.445 mV
  Net switching component of the power    0.319 mW
  Pwr/cell area    1310 nW/um2
  Portion of total power attributed to combinational logic    12.6%
  Sequential share of power    57.7%
  Internal Pwr Total    1.30 mW
  Power consumption    1.61 mW

Final layout
  Fraction of final layout cells sized beyond drive strength 1    32.9%
  Number of inserted filler cells in the final layout    826
  Syn-to-layout area delta    50.2%
  Final Non-Filler Cells    181

Global routing
  Total global routing track utilization    2.93%
  First-pass GRT wire length    2550 um
  Initial antenna violation count    0
  Total congestion overflow after global routing    0
  Via count of the first global-routing pass    436
  Pin count of the biggest net entering global routing    21

CTS
  Clock root buffer    clkbuf_8
  Clk pin slew, worst setup/hold paths    80 ps
  Clk buf depth    2
  TritonCTS Sinks    25
  CTS buffer count    3
  CTS HTree Levels    1
  Clock tree from TritonCTS    done
  Worst skew pair latency    260 ps
  Post-CTS setup buffers    0

Drt
  Routed WL    1700 um
  Antenna diode instance count    0
  Antenna Nets Post-Route    0
  Detailed-route wire length per cell    9.38 um
  Initial DRT Pass Iterations    2
  DRC violation count after routing    0
  1st-iter DRT viols    23
  Vias per inst    2.45
  Via count    444

Floorplan
  Number of core rows    31
  Chip width    107 um
  Chip height    107 um
  Core area    7290 um2
  Total die size    11,400 um2
  Init Core Util    11.3%
  Count of boundary I/O pins    26

Run
  Max_cap viols    0
  OpenROAD warnings    25

Placed design
  Pre-CTS setup slack    -199 ps
  Gpl congestion    0.702
  # port buffers    25
  Post-placement cell count    177
  Total half-perimeter wirelength after legalization and detailed placement    1340 um

Run status
  Run status    finished clean

Hold path
  Class of the most critical hold timing path    in2async
[kinds of logic (layout without fill, tap and decap cells)]
logic type / after synthesis / after routing / share of synthesized area, %
AND/OR/NAND/NOR: 10 / 10 / 7.77
adder cells (fa/ha/maj): 1 / 1 / 2.44
buffers and inverters: 4 / 32 / 4.88
multiplexers: 14 / 14 / 23.3
flip-flops: 25 / 25 / 61.6
[power by group through the flow]
stage         sequential [mW]  clock (mW)  combinational [mW]
finish                  0.932       0.479               0.204
CTS                     0.934       0.508               0.207
global route            0.944       0.540               0.222
[metrics by stage]
step | hold WS, ps | utilization, % | cell area (um2)
after floorplan | 258 | - | 821
after global placement | 437 | 16.3 | 1190
after detailed placement | 441 | 16.3 | 1190
after CTS | 338 | 16.9 | 1230
after global routing | 362 | 16.9 | 1230
final | 344 | 16.9 | 1230
[final cells by class]
class / count / area [um2] / area share [%]
Tap cell: 99 / 124 / 10.1
Inverter: 1 / 3.75 / 0.305
Timing Repair Buffer: 27 / 268 / 21.7
Sequential cell: 25 / 514 / 41.7
Multi-Input combinational cell: 25 / 278 / 22.5
Clock buffer: 4 / 45.0 / 3.65
[state kept, by name, summed over array words and instances (netlist names)]
| name | flops |
|---|---|
| B1.q | 8 |
| carry_in | 1 |
| SUM1.q | 8 |
| A1.q | 8 |
[routing by layer]
metal | track usage, % | part of all wire (%) | up-vias
met1 | 3.63 | 46 | 194
met3 | 2.30 | 14 | 2
met2 | 4.04 | 40 | 19
li1 | - | - | 229
met5 | 0 | 0 | -
met4 | 0.290 | 1.0 | 0
[critical path: cells and delay by family, from the launching register on]
kind	cells	cell delay, ps
fa+ha+maj	1	510
simple gates	1	170
flops	1	390
[path summary, 6_finish.rpt]
| path | from | endpoint | depth (start not counted) |
|---|---|---|---|
| worst max-delay path | carry_in | SUM1.q[7] | 2 |
| worst min-delay path | reset | carry_in | 3 |
| worst max register to register | carry_in | SUM1.q[7] | 2 |
| worst min register to register | SUM1.q[1] | SUM1.q[0] | 1 |
| max in group asynchronous | reset | carry_in | 3 |
| min in group clk0 | SUM1.q[1] | SUM1.q[0] | 1 |
[cells in the final DEF, fill, tap and decap left out, drive strengths merged]
master and instances:
dfxtp 24, mux2 14, inv 1, buf 2, fa 1, and2 2, dfrtp 1, dlygate4sd2 8
and2b 1, clkbuf 4, clkdlybuf4s50 17, nor2b 7
[timing repair]
item / 4_1_cts / 5_1_grt
hold endpoints to repair: 0 / 0
hold buffers: 0 / 0
gates resized: 15 / 1
setup endpoints to repair: 8 / 1
Power is estimated from default activity; no workload was simulated.
