==> flow/design.v <==
`timescale 1ns / 1ps
module COMPRATOR(
input [3:0]a,b,
input reset,
output reg agb,alb,aeb);
always @ (a,b,reset) begin
if (reset) begin
agb=0;alb=0;aeb=0;
end
else begin
agb=0;alb=0;aeb=0;
if (a>b)
agb=1;
else if (a<b)
alb=1;
else 
aeb=1;
end
end
endmodule
==> flow/run.sh <==
#!/bin/bash
# OpenROAD 26Q1-2900-gdf79404cd8, Yosys 0.63+post, stock flow scripts
make -C /OpenROAD-flow-scripts/flow DESIGN_CONFIG=/design/flow/config.mk WORK_HOME=/design/flow/orfs finish
==> flow/config.mk <==
export PLATFORM = sky130hd
export DESIGN_NAME = COMPRATOR
export DESIGN_NICKNAME = COMPRATOR
export VERILOG_FILES = /design/flow/design.v
export SDC_FILE = /design/flow/constraint.sdc
export NUM_CORES = 4
export LEC_CHECK = 1
export CORE_AREA = 10 10 70 70
export DIE_AREA = 0 0 80 80
==> flow/constraint.sdc <==
current_design COMPRATOR

set clk_period 1.5
set clk_io_pct 0.2

create_clock -name clk0 -period $clk_period

set non_clock_inputs [all_inputs -no_clocks]
set_input_delay [expr $clk_period * $clk_io_pct] -clock clk0 $non_clock_inputs
set_output_delay [expr $clk_period * $clk_io_pct] -clock clk0 [all_outputs]
==> metrics.sh <==
WORSTSETUPPATHTYPE='input pin to output pin'
SYNTH_COMPOUND_GATE_AREA_SHARE=0.257
CLOCK_BUFFERS=0
ANTENNA-DIODE-COUNT=0
DRT-PASS1-ITER-COUNT=2
FINALSETUPVIOLATIONS=3
YS_SH_XOR=0
YOSYS.STAT.CHIPAREA_UM2=126
WORST_HOLD_PATH_TYPE='input pin to output pin'
FLOORPLAN.DIE_AREA_UM2=6400
NUMBER_OF_GLOBAL_ROUTE_VIAS_BEFORE_REPAIR=178
LEAKAGE_nW=0.164
TOOL_WARNING_COUNT=34
NETLIST_INSTANCES=18
WORST_EP_REQUIRED_TIME_NS=1.20
IOPINCOUNT=12
GRT_MAX_DEGREE=4
SYNTHMUXAREASHARE=0
LAYOUT.AREA.COMB_UM2=170
DRT-TOTAL-WL_UM=580
GRT_PASS1_WL_UM=897
DRV_CAP=0
YOSYS-DOMINANT-COMB-FAMILY='adder cells'
PLACE.DETAILED.HPWL_UM=476
SYNTH.CELLMIX.SIMPLESHARE=0.168
DRT_ITER0_MARKERS=2
N_SEQUENTIAL_CELL=0
SEQUENTIAL_ELEMENT_SHARE_OF_THE_SYNTHESIZED_AREA=0
COREAREA_UM2=3420
NUMPORTBUFFERS=12
POST_SYNTH.CELL_AREA_AVG_UM2=7.02
DR_TOTAL_VIAS=176
MAPPED_AREA_UM2=126
GLOBAL_ROUTER_S_OVERALL_RESOURCE_USAGE=0.0173
SHARE_OF_FINAL_LAYOUT_STANDARD_CELLS_STRONGER_THAN_DRIVE_STRENGTH_1=0.581
GRT_OVERFLOW=0
DETAIL_ROUTE.WL_PER_CELL_UM=7.53
TNS_NS=-0.300
SETUP_SLACK_NS=-0.105
MAXSLEWVIOLCOUNT=0
YS_CELLS=18
SYNTH_CELL_TYPES=9
ROUTABILITYCONGESTION=0.696
YS_TOP_CELLS_BY_AREA='sky130_fd_sc_hd__ha_1, sky130_fd_sc_hd__inv_1, sky130_fd_sc_hd__o211a_1, sky130_fd_sc_hd__o21a_1, sky130_fd_sc_hd__nand4_1'
ANT_NETS=0
STARTPOINT_TYPE='input pin'
SYNTHDOMINANTCELLAREASHARE=0.396
SETUP.WORST_PATH.END_CLASS='output pin'
DIE_H_UM=80
DIE_W_UM=80
PWR_DENSITY_CELL_nW_PER_UM2=231
RELSLEWSLACK=0.913
POST-SYNTH-TOP-AREA-CELL='sky130_fd_sc_hd__ha_1'
FINAL_TOTAL_POWER_uW=83.0
DETAIL_ROUTE.DRC_VIOLATIONS=0
VDD.IR_DROP.WORST_mV=0.0299
ANTENNA_FOUND_INITIAL=0
ROW_COUNT=21
ROUTE.DETAILED.VIAS_PER_INST=2.29
CRITPATHARRIVALTIME_NS=1.31
SYNTH.CELLMIX.ADDERSHARE=0.396
INITCOREUTIL=0.0370
NFILLCELLS=403
MAX_SLEW.WORST_PIN.SLEW_NS=0.130
FINAL.PERIOD_UTILIZATION=1.07
FMAX_GHz=0.623
RESULT_OF_THE_RUN='finished, violations left'
FF_LATCH_AREA_UM2=0
FAILED_CHECKS='negative setup slack'
TIMING.FINAL.HOLD_VIOLATIONS=0
CRIT_PATH_MAX_FANOUT=3
YOSYS_WARNINGS=1
POST_LAYOUT_MINIMUM_CYCLE_TIME_NS=1.61
SYNTHTOLAYOUTAREAGROWTH_PCT=184
RSZ0062_AT_GRT='yes'
[kinds of logic after synthesis]
family | count (synthesis)
AND-OR/OR-AND | 4
buffers and inverters | 6
AND/OR/NAND/NOR | 4
adder cells (fa/ha/maj) | 4
[per-layer routing]
metal,global-route usage,up-vias,share of wire
li1,-,87,-
met1,0.0138,83,0.31
met2,0.0361,6,0.51
met3,0.0102,0,0.18
met4,0,0,0
met5,0,-,0
[metrics by stage]
stage               hold WS [ns]  cell area [um^2]  utilization  setup WS, ns  instances
floorplan                  0.616               126            -        0.0951         18
global placement            1.57               304       0.0890        -0.877         76
detailed placement          1.60               304       0.0890        -0.886         76
finish                      1.11               359        0.105        -0.105         77
global route                1.15               359        0.105        -0.160         77
CTS                         1.19               342        0.100        -0.155         77
[repair_timing]
item                                    CTS  global route
hold endpoints to repair                  0             0
gates resized                            39             7
endpoints found under the setup margin    3             3
pin swaps                                 6             7
hold buffers                              0             0
buffers inserted                          1             0
[cell type report]
type | count | share of cell area
timing repair buffer | 13 | 0.296
tap | 46 | 0.160
inverter | 6 | 0.0697
multi-input combinational | 12 | 0.474
[power by group]
part / leakage (nW) / internal (mW) / switching [mW]
logic: 0.164 / 0.0503 / 0.0327
clock network: 0 / 0 / 0
registers: 0 / 0 / 0
[worst paths after layout]
check,startpoint,to,slack (ns),depth (start not counted)
worst max-delay path,b[1],agb,-0.11,7
worst min-delay path,b[3],alb,1.11,7
[worst max-delay path, cell delays in order]
cell,delay (ns)
sky130_fd_sc_hd__buf_6,0.10
sky130_fd_sc_hd__inv_4,0.05
sky130_fd_sc_hd__ha_4,0.19
sky130_fd_sc_hd__nor2b_4,0.12
sky130_fd_sc_hd__o211a_1,0.23
sky130_fd_sc_hd__o211a_1,0.21
sky130_fd_sc_hd__buf_2,0.11
[synth_stat cells (all sizes together)]
cell	count
nor3	1
o21a	1
o211a	2
nor2	1
a21oi	1
ha	4
nand4	1
nor2b	1
inv	6
[layout by cell type (no fill, tap or decap)]
cell and count:
sky130_fd_sc_hd__buf_6 2, sky130_fd_sc_hd__o211a_1 2, sky130_fd_sc_hd__buf_2 4, sky130_fd_sc_hd__a21oi_2 1, sky130_fd_sc_hd__inv_4 1, sky130_fd_sc_hd__clkdlybuf4s50_1 1, sky130_fd_sc_hd__ha_4 4, sky130_fd_sc_hd__clkdlybuf4s15_1 4
sky130_fd_sc_hd__nor2b_4 1, sky130_fd_sc_hd__clkbuf_2 1, sky130_fd_sc_hd__nor3_2 1, sky130_fd_sc_hd__inv_2 3, sky130_fd_sc_hd__nor2_1 1, sky130_fd_sc_hd__inv_1 2, sky130_fd_sc_hd__dlygate4sd2_1 1, sky130_fd_sc_hd__o21a_1 1
sky130_fd_sc_hd__nand4_1 1
Power and IR drop assume default switching activity.
