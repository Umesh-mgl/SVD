**flow/design.v**
```verilog
`timescale 1ns / 1ps
module LFS(
input [7:0] R,
input L, E, clock,
output reg [7:0] q
);
integer k; 
always @(posedge clock) begin
if (L)
q <= R;
else if (E) begin
for (k = 7; k > 0; k = k - 1)
q[k-1] <= q[k];
q[7] <= q[7] ^ q[6] ^ q[5] ^ q[4] ^ q[3] ^ q[2] ^ q[1]^q[0];
end
end
endmodule
```
**flow/run.sh**
```bash
#!/bin/bash
# OpenROAD 26Q1-2900-gdf79404cd8, Yosys 0.63+post, stock flow scripts
make -C /OpenROAD-flow-scripts/flow DESIGN_CONFIG=/design/flow/config.mk WORK_HOME=/design/flow/orfs finish
```
**flow/config.mk**
```make
export PLATFORM = sky130hd
export DESIGN_NAME = LFS
export DESIGN_NICKNAME = LFS
export VERILOG_FILES = /design/flow/design.v
export SDC_FILE = /design/flow/constraint.sdc
export NUM_CORES = 4
export LEC_CHECK = 1
export CORE_AREA = 10 10 70 70
export DIE_AREA = 0 0 80 80
```
**flow/constraint.sdc**
```tcl
current_design LFS

set clk_period 2.1
set clk_io_pct 0.2

create_clock -name clk0 -period $clk_period [get_ports {clock}]

set non_clock_inputs [all_inputs -no_clocks]
set_input_delay [expr $clk_period * $clk_io_pct] -clock clk0 $non_clock_inputs
set_output_delay [expr $clk_period * $clk_io_pct] -clock clk0 [all_outputs]
```
==> run_results.csv <==
group,metric,value,unit
sta,final_setup_slack_of_the_worst_path,530,ps
die,floorplan.die_area,0.00640,mm2
synthesis,synth_area_leader,"sky130_fd_sc_hd__edfxtp_1",
worst_setup_path,timing.rr.end,"q[7]",
sta,pins_over_their_slew_limit,0,
worst_setup_path,worst-r2r-cell-count,4,
cells_and_area,final_layout_top_logic_cells,"sky130_fd_sc_hd__clkdlybuf4s50_1, sky130_fd_sc_hd__mux2_2, sky130_fd_sc_hd__edfxtp_1",
worst_setup_path,slowest_stage,"sky130_fd_sc_hd__clkdlybuf4s50_1",
cells_and_area,largest_register_ffs,8,
synthesis,yosys_stat_chip_area,403,um2
clock_network,tritoncts.num_buffers,3,
clock_network,tritoncts,"yes",
cells_and_area,largest_registers,"q (8)",
sta,final-setup-viol-count,0,
sta,relSlewSlack,74.0,%
worst_setup_path,timing.critical_path.required,1680,ps
die,floorplan.core_util,11.8,%
clock_network,clockBufferDepth,2,
pwr,leakage,0.216,nW
placed_design,placed_cell_area,636,um2
cells_and_area,mostFrequentLayoutCell,"sky130_fd_sc_hd__clkdlybuf4s50_1",
route,vias,266,
route,viasPerCell,2.92,
hold_path,hold_class,"reg -> reg",
synthesis,synthesis.area_per_instance,16.1,um2
worst_setup_path,critPathTopFamily,"buffers and inverters",
clock_network,cts.reportedPaths.clkPinSlew,50,ps
route,route.antenna.remaining_nets,0,
clock_network,ctsHtreeMaxLevel,1,
global_routing,global_route_wire_length_before_repair,1.50,mm
global_routing,grt_overflow,0,
cells_and_area,max_flop_register,"q",
synthesis,synthesis.yosys.warnings,1,
cells_and_area,layout.core_utilization,19.3,%
sta,maxClockFrequency,0.637,GHz
worst_setup_path,critical_path.max_stage_delay,500,ps
sta,finalCriticalPeriod,1570,ps
cells_and_area,areaGrowthSynthToFinish,63.4,%
global_routing,pin_count_of_the_biggest_net_entering_global_routing,10,
worst_setup_path,crit_fanout,3,
sta,setup_repair_after_global_routing_missed_its_margin,"false",
synthesis,netlist_area,403,um2
cells_and_area,final_cell_area,658,um2
synthesis,netlist-cell-type-count,6,
worst_setup_path,worstReg2RegStart,"q[3]",
sta,timing_hold_violations_final,0,
global_routing,grt_antenna_before_repair,0,
die,die.size.x,80,um
worst_setup_path,critical_path_depth_in_cells,1,
cells_and_area,drive_gt1_share,26.7,%
worst_setup_path,startpoint,"q[5]",
worst_setup_path,critical_path_cell_by_cell,"clkdlybuf4s50_1",
die,floorplan.die.height,80,um
worst_setup_path,crit_type,"reg -> out",
placed_design,port_buffers,18,
pwr,vdd.ir_drop.worst,477,uV
worst_setup_path,endpoint_type_of_the_worst_setup_path,"primary output",
worst_setup_path,cp_num_buf_inv,1,
clock_network,clkSinkCount,8,
route,finalWirelength,1.02,mm
worst_setup_path,crit_path_end,"q[5]",
clock_network,ctsResizeCount,0,
pwr,cellPowerDensity,846,mW/mm2
die,num_rows,21,
synthesis,top_cells_by_area,"sky130_fd_sc_hd__edfxtp_1, sky130_fd_sc_hd__mux2_2, sky130_fd_sc_hd__xnor2_1",
synthesis,synth_cells,25,
synthesis,seq_area_frac_synth,59.6,%
synthesis,ys_cells,25,
die,num_io_pins,19,
route,drt-initial-drc-count,8,
synthesis,yosys_register_bits,8,
global_routing,number_of_global_route_vias_before_repair,301,
route,detail_route.antenna_diodes,0,
die,floorplan_core_area,0.00342,mm2
sta,post-route-period-util,74.8,%
synthesis,top_cell_area_share,59.6,%
run_status,status,"finished clean",
clock_network,clk-insertion-delay-late,250,ps
placed_design,place.detailed.hpwl,848,um
placed_design,gp_congestion,0.713,
clock_network,ctsRootBufferMaster,"sky130_fd_sc_hd__clkbuf_4",
cells_and_area,finish.cell_count_without_fillers,91,
sta,fin_setup_tns,0,ps
clock_network,cts_hold_buf,0,
sta,skew,2.37,ps
flow_run,openroad.warnings,25,
worst_setup_path,crit_arrival,1150,ps
route,post_drt_wl_per_cell,11.2,um
route,drt_pre_antenna_iters,2,
sta,worst_pin_slew,389,ps
placed_design,post-place-ws,320,ps
clock_network,postCtsSetupBuffers,0,
sta,whs,642,ps
global_routing,grtUsageTotal,3.16,%
worst_setup_path,ff2ff_setup_slack,680,ps
placed_design,placedCellCount,88,
worst_setup_path,critical_path.startpoint_type,"flip-flop",
pwr,power.total,557,uW
route,drc,0,
flow_run,max_cap_violations,0,
==> final cells by class <==
| type | instances | area [um2] |
|---|---|---|
| fill | 391 | 2760 |
| timing repair buffer | 18 | 180 |
| tap | 46 | 57.6 |
| multi-input combinational | 16 | 158 |
| sequential | 8 | 240 |
| clock buffer | 3 | 22.5 |
==> logic make-up (layout without fill, tap and decap cells) <==
kind of cell / count (synthesis) / after routing / synth area share, %
DFF: 8 / 8 / 59.6
buffers and inverters: 1 / 21 / 1.24
and+or+nand+nor: 1 / 1 / 1.55
xor gates and xnor gates: 7 / 7 / 15.2
muxes: 8 / 8 / 22.4
==> worst min-delay path by stage <==
| stage | cells past startpoint | end | slack (ps) | from |
|---|---|---|---|---|
| 5_1_grt | 1 | q[6] | 680 | q[7] |
| 4_1_cts | 1 | q[2] | 650 | q[3] |
| 6_report | 1 | q[2] | 640 | q[3] |
==> metal layers <==
layer	share of wire (%)	track usage (%)
met5	0	0
met4	0	0.352
met3	8.6	2.05
met2	37	3.85
met1	54	4.60
==> synth_stat cells <==
library cell and count:
sky130_fd_sc_hd__buf_2 1, sky130_fd_sc_hd__edfxtp_1 8, sky130_fd_sc_hd__mux2_2 8, sky130_fd_sc_hd__or2_2 1, sky130_fd_sc_hd__xnor2_1 6, sky130_fd_sc_hd__xor2_1 1
==> report_power, final <==
part           internal, mW  switching, mW
combinational         0.140         0.0541
sequential            0.218         0.0281
clock                0.0653         0.0511
total                 0.424          0.133
Power figures rest on the tool's default switching activity, not on a simulated workload.
